==> flow/design.v <==
module hilotof_io (
    input clock,
    input sys_reset,
    input uart_rx,
    output uart_tx,
    output reg dut_reset,
    output reg [31:0] dut_din,
    output reg dut_din_valid,
    input [31:0] dut_dout,
    output dut_dout_ready,
    input dut_dout_valid
);
    function [4:0] ascii_to_hex;
        input [7:0] i_ascii;
        case(i_ascii)
            "0": ascii_to_hex = 5'h10;
            "1": ascii_to_hex = 5'h11;
            "2": ascii_to_hex = 5'h12;
            "3": ascii_to_hex = 5'h13;
            "4": ascii_to_hex = 5'h14;
            "5": ascii_to_hex = 5'h15;
            "6": ascii_to_hex = 5'h16;
            "7": ascii_to_hex = 5'h17;
            "8": ascii_to_hex = 5'h18;
            "9": ascii_to_hex = 5'h19;
            "A": ascii_to_hex = 5'h1A;
            "B": ascii_to_hex = 5'h1B;
            "C": ascii_to_hex = 5'h1C;
            "D": ascii_to_hex = 5'h1D;
            "E": ascii_to_hex = 5'h1E;
            "F": ascii_to_hex = 5'h1F;
            default: ascii_to_hex = 5'h00;
        endcase
    endfunction
    function [7:0] hex_to_ascii;
        input [3:0] i_ascii;
        case(i_ascii)
            4'h0: hex_to_ascii = "0";
            4'h1: hex_to_ascii = "1";
            4'h2: hex_to_ascii = "2";
            4'h3: hex_to_ascii = "3";
            4'h4: hex_to_ascii = "4";
            4'h5: hex_to_ascii = "5";
            4'h6: hex_to_ascii = "6";
            4'h7: hex_to_ascii = "7";
            4'h8: hex_to_ascii = "8";
            4'h9: hex_to_ascii = "9";
            4'hA: hex_to_ascii = "A";
            4'hB: hex_to_ascii = "B";
            4'hC: hex_to_ascii = "C";
            4'hD: hex_to_ascii = "D";
            4'hE: hex_to_ascii = "E";
            4'hF: hex_to_ascii = "F";
        endcase
    endfunction
    wire uart_rx_valid;
    wire [7:0] uart_rx_data;
    wire [4:0] decoded_rx = ascii_to_hex(uart_rx_data);
    always @(posedge clock)
    begin
        dut_reset <= 1'b0;
        if (uart_rx_valid) begin
            dut_din_valid <= 1'b0;
            if (decoded_rx[4])
                dut_din <= {dut_din[27:0], decoded_rx[3:0]};
            else if (uart_rx_data == "R")
                dut_reset <= 1'b1;
            else if (uart_rx_data == "\r" || uart_rx_data == "\n")
                dut_din_valid <= 1'b1;
        end
        if (sys_reset) begin
            dut_reset <= 1'b1;
            dut_din <= 32'b0;
            dut_din_valid <= 1'b0;
        end
    end
    reg uart_tx_valid;
    reg [7:0] uart_tx_data;
    wire tx_busy;
    reg tx_in_progress;
    reg [11:0] tx_count;
    reg [31:0] tx_shiftreg;
    always @(posedge clock)
    begin
        uart_tx_valid <= 1'b0;
        if (dut_dout_valid && !tx_in_progress) begin
            tx_shiftreg <= dut_dout;
            tx_count <= 4'b0;
            tx_in_progress <= 1'b1;
        end else if (tx_in_progress && !uart_tx_valid && !tx_busy) begin
            if (tx_count < 8) begin
                uart_tx_valid <= 1'b1;
                uart_tx_data <= hex_to_ascii(tx_shiftreg[31:28]);
                tx_shiftreg <= {tx_shiftreg[27:0], 4'b0000};
            end else if (tx_count == 8) begin
                uart_tx_valid <= 1'b1;
                uart_tx_data <= "\r";
            end else if (tx_count == 9) begin
                uart_tx_valid <= 1'b1;
                uart_tx_data <= "\n";
            end else if (&tx_count) begin  
                tx_in_progress <= 1'b0;
            end
            tx_count <= tx_count + 1'b1;
        end
        if (sys_reset) begin
            uart_tx_valid <= 1'b0;
            uart_tx_data <= 8'b0;
            tx_in_progress <= 1'b0;
            tx_count <= 4'b0;
        end
    end
    assign dut_dout_ready = !tx_in_progress;
    uart_rx #(
        .clk_freq(100000000),
        .baud(115200)
    ) uart_rx_i (
        .clk(clock),
        .rx(uart_rx),
        .rx_ready(uart_rx_valid),
        .rx_data(uart_rx_data)
    );
    uart_tx #(
        .clk_freq(100000000),
        .baud(115200)
    ) uart_tx_i (
        .clk(clock),
        .tx_start(uart_tx_valid),
        .tx_data(uart_tx_data),
        .tx_busy(tx_busy),
        .tx(uart_tx)
    );
endmodule
module baud_tick_gen(
	input clk, enable,
	output tick);
parameter clk_freq = 12000000;
parameter baud = 115200;
parameter oversampling = 1;
function integer log2(input integer v); begin log2=0; while(v >> log2) log2 = log2 + 1; end endfunction
localparam acc_width = log2(clk_freq / baud) + 8;  
reg [acc_width:0] acc = 0;
localparam shiftlimiter = log2((baud * oversampling) >> (31 - acc_width));  
localparam inc = ((baud * oversampling << (acc_width - shiftlimiter)) + (clk_freq >> (shiftlimiter + 1))) / (clk_freq >> shiftlimiter);  
always @(posedge clk) if (enable) acc <= acc[acc_width-1:0] + inc[acc_width:0]; else acc <= inc[acc_width:0];
assign tick = acc[acc_width];
endmodule
module uart_rx(
	input clk,
	input rx,
	output reg rx_ready,
	output reg [7:0] rx_data,  
	output rx_idle,  
	output reg rx_eop = 0  
);
parameter clk_freq = 12000000;
parameter baud = 115200;
parameter oversampling = 8;  
localparam
	IDLE      = 4'b0000,
	BIT_START = 4'b0001,
	BIT0      = 4'b1000,
	BIT1      = 4'b1001,
	BIT2      = 4'b1010,
	BIT3      = 4'b1011,
	BIT4      = 4'b1100,
	BIT5      = 4'b1101,
	BIT6      = 4'b1110,
	BIT7      = 4'b1111,
	BIT_STOP  = 4'b0010;
reg [3:0] rx_state = 0;
wire os_tick;
baud_tick_gen #(clk_freq, baud, oversampling) tickgen(.clk(clk), .enable(1'b1), .tick(os_tick));
reg [1:0] rx_sync = 2'b11;
always @(posedge clk) if(os_tick) rx_sync <= {rx_sync[0], rx};
reg [1:0] filter_cnt = 2'b11;
reg rx_bit = 1'b1;
always @(posedge clk)
	if(os_tick) begin
		if((rx_sync[1] == 1'b1) && (filter_cnt != 2'b11)) filter_cnt <= filter_cnt + 1'd1;
		if((rx_sync[1] == 1'b0) && (filter_cnt != 2'b00)) filter_cnt <= filter_cnt - 1'd1;
		if(filter_cnt == 2'b11) rx_bit <= 1'b1;
		else 
		if(filter_cnt == 2'b00) rx_bit <= 1'b0;
	end
function integer log2(input integer v); begin log2 = 0; while(v >> log2) log2 = log2 + 1; end endfunction
localparam l2o = log2(oversampling);
reg [l2o-2:0] os_cnt = 0;
always @(posedge clk) if(os_tick) os_cnt <= (rx_state == IDLE) ? 1'd0 : os_cnt + 1'd1;
wire sample_now = os_tick && (os_cnt == ((oversampling / 2) - 1));
always @(posedge clk)
	case(rx_state)
		IDLE:      if(~rx_bit) rx_state <= BIT_START;
		BIT_START: if(sample_now) rx_state <= BIT0;
		BIT0:      if(sample_now) rx_state <= BIT1;
		BIT1:      if(sample_now) rx_state <= BIT2;
		BIT2:      if(sample_now) rx_state <= BIT3;
		BIT3:      if(sample_now) rx_state <= BIT4;
		BIT4:      if(sample_now) rx_state <= BIT5;
		BIT5:      if(sample_now) rx_state <= BIT6;
		BIT6:      if(sample_now) rx_state <= BIT7;
		BIT7:      if(sample_now) rx_state <= BIT_STOP;
		BIT_STOP:  if(sample_now) rx_state <= IDLE;
		default:   rx_state <= IDLE;
	endcase
always @(posedge clk) begin
	if(sample_now && rx_state[3]) begin
		rx_data <= {rx_bit, rx_data[7:1]};
	end
end
always @(posedge clk)
begin
	rx_ready <= (sample_now && (rx_state == BIT_STOP) && rx_bit);  
end
reg [l2o+1:0] gap_cnt = 0;
always @(posedge clk)
	if (rx_state != IDLE) 
		gap_cnt <= 0;
	else
		if(os_tick & ~gap_cnt[l2o+1]) gap_cnt <= gap_cnt + 1'd1;
assign rx_idle = gap_cnt[l2o+1];
always @(posedge clk) rx_eop <= os_tick & ~gap_cnt[l2o+1] & &gap_cnt[l2o:0];
endmodule
module uart_tx(
	input clk,
	input tx_start,
	input [7:0] tx_data,
	output tx,
	output tx_busy);
parameter clk_freq = 12000000;
parameter baud = 115200;
wire bit_tick;
baud_tick_gen #(clk_freq, baud) tickgen(.clk(clk), .enable(tx_busy), .tick(bit_tick));
localparam
	IDLE      = 4'b0000,  
	BIT_START = 4'b0100,  
	BIT0      = 4'b1000,  
	BIT1      = 4'b1001,  
	BIT2      = 4'b1010,  
	BIT3      = 4'b1011,  
	BIT4      = 4'b1100,  
	BIT5      = 4'b1101,  
	BIT6      = 4'b1110,  
	BIT7      = 4'b1111,  
	BIT_STOP1 = 4'b0010,  
	BIT_STOP2 = 4'b0011;  
reg [3:0] tx_state = IDLE;
wire tx_ready = (tx_state == 0);
assign tx_busy = ~tx_ready;
reg [7:0] tx_shift = 0;
always @(posedge clk)
begin
	if (tx_ready & tx_start)
		tx_shift <= tx_data;
	else
	if (tx_state[3] & bit_tick)
		tx_shift <= (tx_shift >> 1);
	case (tx_state)
		IDLE:      if(tx_start) tx_state <= BIT_START;
		BIT_START: if(bit_tick) tx_state <= BIT0;
		BIT0:      if(bit_tick) tx_state <= BIT1;
		BIT1:      if(bit_tick) tx_state <= BIT2;
		BIT2:      if(bit_tick) tx_state <= BIT3;
		BIT3:      if(bit_tick) tx_state <= BIT4;
		BIT4:      if(bit_tick) tx_state <= BIT5;
		BIT5:      if(bit_tick) tx_state <= BIT6;
		BIT6:      if(bit_tick) tx_state <= BIT7;
		BIT7:      if(bit_tick) tx_state <= BIT_STOP1;
		BIT_STOP1: if(bit_tick) tx_state <= BIT_STOP2;
		BIT_STOP2: if(bit_tick) tx_state <= IDLE;
		default:   if(bit_tick) tx_state <= IDLE;
	endcase
end
assign tx = (tx_state < 4) | (tx_state[3] & tx_shift[0]);
endmodule
==> flow/run.sh <==
#!/bin/bash
# OpenROAD 26Q1-2900-gdf79404cd8, Yosys 0.63+post, stock flow scripts
make -C /OpenROAD-flow-scripts/flow DESIGN_CONFIG=/design/flow/config.mk WORK_HOME=/design/flow/orfs finish
==> flow/config.mk <==
export PLATFORM = sky130hd
export DESIGN_NAME = hilotof_io
export DESIGN_NICKNAME = hilotof_io
export VERILOG_FILES = /design/flow/design.v
export SDC_FILE = /design/flow/constraint.sdc
export NUM_CORES = 4
export LEC_CHECK = 1
export CORE_UTILIZATION = 40
==> flow/constraint.sdc <==
current_design hilotof_io

set clk_period 8.1
set clk_io_pct 0.2

create_clock -name clk0 -period $clk_period [get_ports {clock}]

set non_clock_inputs [all_inputs -no_clocks]
set_input_delay [expr $clk_period * $clk_io_pct] -clock clk0 $non_clock_inputs
set_output_delay [expr $clk_period * $clk_io_pct] -clock clk0 [all_outputs]
==> metrics.yaml <==
finish:
  area_delta_synth_final_pct: 22.12
  layout_top_cells: "nand2_1 (117), dfxtp_1 (94), nor2_1 (75), clkdlybuf4s50_1 (71), edfxtp_1 (63)"
  final_common_cell: "nand2_1"
  drive_above_1_share_pct: 6.892
  fin_cells: 956
  fin_area_um2: 8165
clock_network:
  worstSkewPairLatency_ns: 0.42
  clockRootBuffer: "clkbuf_16"
  cts_sinks: 157
  ctsHoldBuffers: 0
  clk_pin_slew_ns: 0.06
  cts_max_path_buffers: 2
  cts-resized-gates: 0
  cts_buffers: 17
  cts_tree: "built"
  cts_htree_levels: 4
  postCtsSetupRepairBufs: 0
yosys:
  ys_cells: 661
  async_reset_ff_share_pct: 0
  ys_seq_share_pct: 56.44
  yosysWarningCount: 5
  synth_cells: 661
  synthesis.area_um2: 6686
  ys_area_um2: 6686
  synth_cell_type_count: 55
  synth-edff-count: 63
  flop_cell: "dfxtp_1"
  ys_ff: 157
  postSynthAreaPerCell_um2: 10.12
routing:
  n_antenna_cell: 0
  post_drt_via_cell_ratio: 4.901
  wl_um: 11110
  dr.pass1.iters: 4
  detail_route.wl_per_cell_um: 11.62
  drc: 0
  ant_nets: 0
  vias: 4685
  drtIter0Drc: 231
job:
  warnings: 28
  cap_violations: 0
setup_path:
  crit_required_ns: 8.44
  cp_slowest_cell: "clkdlybuf4s50_1"
  ff2ff_path_depth: 10
  path_class: "in2reg"
  crit_path_max_incr_delay_ns: 0.49
  rr_startpoint: "uart_tx_i.tx_state[3]"
  crit_buf_inv: 3
  cp_max_fo: 33
  worstSetupStartpointType: "primary input"
  r2r_slack_ns: 5.21
  path_cells: "clkdlybuf4s50_1 > nor2b_2 > buf_4 > mux2i_1 > o21ai_0 > o21ai_0 > inv_1 > ha_1 > and2_1 > o211ai_1 > nand3_1 > mux2i_1"
  critPathArrivalTime_ns: 4.15
  critPathCaptureType: "register"
  crit_family: "buffers and inverters"
final_timing:
  fin_crit_sh_pct: 47.02
  rsz0062_at_grt: "no"
  setup_tns_ns: 0
  max_freq_mhz: 262.6
  hold_viol: 0
  period_needed_ns: 3.808
  slew_headroom_pct: 46.09
  drv_slew: 0
  fin_worst_hold_slack_ns: 0.4138
  tightestPinTransition_ns: 0.8049
  fin_ws_ns: 4.292
  clock-skew-final_ns: 0.006665
  setup_violations: 0
global_routing:
  grt_max_degree: 44
  grt_pass1_wl_um: 19480
  grt_overflow_total: 0
  antenna_found_initial: 0
  grt_pass1_vias: 4414
  track_usage_pct: 13.98
min_path:
  holdPathEnd: "uart_tx_i.tickgen.acc[1]"
  min_delay_path_depth: 1
  min_path_type: "reg2reg"
  hp-start: "uart_tx_i.tickgen.acc[1]"
placement:
  hpwl_um: 7413
  placed_cell_area_um2: 7546
  port_buffers: 71
  dp_slack_ns: 3.874
  gp_congestion: 0.8001
  placed_cells: 924
die:
  dieHeight_um: 131.3
  dieArea_um2: 17240
  rows: 46
  die_w_um: 131.3
  fp_util_pct: 41.49
  ioPinCount: 72
  core_area_um2: 16120
outcome:
  status: "complete, no violations"
power_and_ir_drop:
  p_per_area_nw_per_um2: 209.8
  ir_drop_mv: 0.1537
  power.leakage_nw: 3.047
## worst register-to-register path, stage by stage (launching register included)
cell and delay [ns]:
edfxtp_1 0.57, nor4b_2 0.43, nand4_1 0.26, nand2_1 0.33, mux2i_1 0.28, inv_1 0.11
ha_1 0.30, and2_1 0.14, o211ai_1 0.17, nand3_1 0.10, mux2i_1 0.13
## through the flow
step                util, %  power (mW)
floorplan                 -      0.8999
global placement      46.82      0.9280
detailed placement    46.82      0.9296
CTS                   50.67       1.736
global route          50.67       1.774
finish                50.67       1.713
## where the power goes
group / switching [mW] / leakage (nW) / internal, mW / total (mW)
clock: 0.298 / 0.309 / 0.504 / 0.801
sequential: 0.00510 / 1.32 / 0.840 / 0.845
combinational: 0.0330 / 1.41 / 0.0337 / 0.0667
## logic make-up (layout without fill, tap and decap cells)
logic type / after synthesis / in the layout / synth area share [%]
AOI/OAI and AO/OA: 79 / 79 / 7.672
xor gates and xnor gates: 34 / 34 / 4.454
adders and majority gates: 10 / 10 / 1.871
buffers and inverters: 62 / 141 / 4.341
DFF: 157 / 157 / 56.44
muxes: 42 / 42 / 6.419
and+or+nand+nor: 277 / 277 / 18.81
## sequential cells by signal, summed over array words and instances, names as in the netlist, 2 cells and up, named ones only
signal / cells
uart_rx_i.filter_cnt: 2
uart_rx_i.rx_sync: 2
uart_rx_i.rx_state: 4
uart_tx_i.tx_state: 4
uart_tx_i.tx_shift: 7
uart_rx_i.tickgen.acc: 15
uart_rx_i.os_cnt: 3
dut_din: 32
tx_shiftreg: 32
tx_count: 12
uart_rx_i.rx_data: 8
uart_tx_data: 6
uart_tx_i.tickgen.acc: 18
## synthesized netlist by cell type (2+ instances only)
master	n	area, um^2
a31oi_1	5	31.28
o31ai_1	6	45.04
nor4_1	12	75.07
ha_1	10	125.1
or3_1	2	12.51
nand2b_1	6	37.54
o2111ai_1	2	17.52
mux2_2	7	78.83
inv_1	31	116.4
xor2_1	11	96.34
a21boi_0	2	15.01
nand3_1	10	50.05
a22oi_1	4	30.03
or2_2	2	12.51
a21oi_1	20	100.1
a2bb2oi_1	2	17.52
and2_1	9	56.30
nor3_1	11	55.05
edfxtp_1	63	1892
o21ai_0	19	95.09
and3_1	9	56.30
mux2i_1	35	350.3
nor2_1	75	281.5
buf_12	3	60.06
o211ai_1	4	30.03
a21o_1	3	22.52
nand2_1	117	439.2
clkbuf_1	25	93.84
xnor2_1	23	201.4
and4_1	2	17.52
or4_1	5	37.54
nor2b_1	5	31.28
nand4_1	6	37.54
dfxtp_1	94	1882
## per-layer routing
metal	wire (um)	share of wire, %	track usage (%)
met1	5530	50	21.53
met2	4839	44	21.60
met3	547	4.9	3.344
met4	189	1.7	2.132
met5	0	0	0
## how the worst max path moves through the flow
stage	startpoint	to	slack, ns	cells after the start
after global routing	dut_dout_valid	register	4.14	12
after CTS	dut_dout_valid	register	4.31	12
final	dut_dout_valid	register	4.29	12
## area by class of cell
class / count / area, um^2
sequential: 157 / 3774
clock inverter: 7 / 68.82
clock buffer: 25 / 550.5
multi-input combinational: 442 / 2626
fill: 1412 / 7950
inverter: 32 / 120.1
timing repair buffer: 77 / 755.7
tap: 216 / 270.3
No activity file was given, so power comes from the tool's default toggle rates.
