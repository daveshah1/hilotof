### flow/config.mk
export PLATFORM = sky130hd
export DESIGN_NAME = freq_counter
export DESIGN_NICKNAME = freq_counter
export VERILOG_FILES = /design/flow/design.v
export SDC_FILE = /design/flow/constraint.sdc
export NUM_CORES = 4
export LEC_CHECK = 1
export CORE_UTILIZATION = 40
### flow/constraint.sdc
current_design freq_counter

set clk_period 3.6
set clk_io_pct 0.2

create_clock -name clk0 -period $clk_period [get_ports {probe}]
create_clock -name clk1 -period $clk_period [get_ports {sys_clock}]

set non_clock_inputs [all_inputs -no_clocks]
set_input_delay [expr $clk_period * $clk_io_pct] -clock clk0 $non_clock_inputs
set_output_delay [expr $clk_period * $clk_io_pct] -clock clk0 [all_outputs]
### flow/design.v
module freq_counter (
	input sys_clock,
	input probe,
	output reg [23:0] freq  
);
reg [23:0] probe_counter;
always @(posedge probe)
	probe_counter <= probe_counter + 1'b1;
reg [23:0] probe_counter_sys;
reg [23:0] probe_counter_last, probe_counter_now;
reg [$clog2(100000000 / 10)-1:0] interval_counter;
reg interval;
always @(posedge sys_clock) begin
	probe_counter_sys <= probe_counter;
	if (interval_counter == 0) begin
		interval_counter <= (100000000 / 10) - 1;
		interval <= 1'b1;
	end else begin
		interval_counter <= interval_counter - 1'b1;
		interval <= 1'b0;
	end
	if (interval) begin
		probe_counter_last <= probe_counter_now;
		probe_counter_now <= probe_counter_sys;
	end
	freq <= probe_counter_now - probe_counter_last;
end
endmodule
### flow/run.sh
#!/bin/bash
# OpenROAD 26Q1-2900-gdf79404cd8, Yosys 0.63+post, stock flow scripts
make -C /OpenROAD-flow-scripts/flow DESIGN_CONFIG=/design/flow/config.mk WORK_HOME=/design/flow/orfs finish
==> flow_summary.toml <==
# yosys + openroad results
[run_status]
status = "finished, final reports clean"

[timing]
finalClockSkew_ps = 7.36
finalSetupViolations = 0
holdWs_ps = 219
maxSlewHeadroom_pct = 60.3
drv_slew = 0
setup_tns_ps = 0
rsz0062_at_grt = "false"
hold_viol_final = 0
worst_pin_slew_ps = 593

[detailed_routing]
dr.pass1.iters = 4
drt-initial-drc-count = 172
num_antenna_cells = 0
wl_um = 9020
routed_via_density = 4.82
wl_per_cell_um = 12.0
drc = 0
vias = 3621
antenna_left = 0

[global_routing]
grt_pass1_wl_um = 15700
antenna_found_initial = 0
grt_usage_pct = 13.6
grt_max_degree = 49
overflow = 0
grt_pass1_vias = 3333

[critical_path]
rrSetupSlack_ps = 1180
end_kind = "flip-flop"
startpoint_type = "flip-flop"
crit_fanout = 4
required_ps = 3910
worstSetupPathType = "reg2reg"
critPathArrivalTime_ps = 2730

[placed_design]
hpwl_um = 6140
placed_cells = 716
gp_congestion = 0.832
io_buffers = 24

[floorplan]
coreArea_um2 = 14000
die_x_um = 122
ios = 26
fp_util_pct = 41.4
die_h_um = 122
placementRows = 43
dieArea_um2 = 15000

[power]
cellLeakagePower_nw = 2.67
ir_drop_uv = 291
p_per_area_nw_per_um2 = 510
p_total_mw = 3.50

[logic_synthesis]
syn_area_um2 = 5790
ff_type = "dfxtp_1"
synth.avg_cell_area_um2 = 11.1
yosysUniqueCellTypes = 52
numSynthFlops = 145
yosys_warnings = 1
async_flop_share_pct = 0
syn_inst = 521
yosys-stat-cells = 521
edf_count = 48
ys_seq_share_pct = 58.4
yosys-stat-area_um2 = 5790

[clock_network]
cts_hold_buf = 0
cts_resized = 0
cts_tree = "built"
cts_sinks = 145
path_clk_slew_ps = 60
cts_post_setup_buffers_inserted = 0

[worst_hold_path]
hold_path.class = "reg2reg"

[layout]
layout-drive-gt1-share_pct = 7.52
final_cells = 752
layout.cells.most_common = "dfxtp_1"
layout_top_cells = "dfxtp_1 (96), edfxtp_1 (48), nand2_1 (42), xnor2_1 (42), nor2_1 (40)"
syn_to_final_growth_pct = 18.6

[run]
tool_warnings = 27
cap_violations = 0
[worst max-delay path: stages, from the launching register on]
cell       delay, ps
edfxtp_1         370
ha_1             240
fa_1             400
nand2b_1         190
a21oi_1          300
o2111ai_1        240
a21boi_1         270
nor4b_1           90
a211oi_1         220
[where the power goes]
part	total, mW	internal (mW)	switching, mW
Sequential	1.68	1.68	0
Combinational	0.00000102	0	0
Clock	1.83	1.12	0.702
[kinds of logic after synthesis]
logic type / synth area share [%]
multiplexers: 0.173
AND-OR/OR-AND: 9.16
flip-flops: 58.4
AND/OR/NAND/NOR: 14.9
adder cells (fa/ha/maj): 5.96
buffers and inverters: 3.00
XOR/XNOR: 8.46
[sequential cells by signal (all words and copies together) (netlist names)]
signal	flops
interval_counter	24
freq	24
probe_counter_sys	24
probe_counter_now	24
interval	1
probe_counter	24
probe_counter_last	24
[path summary, 6_finish.rpt]
kind | cells past startpoint | start | to
max reg2reg | 8 | probe_counter_last[0] | freq[16]
max | 8 | probe_counter_last[0] | freq[16]
max in group clk0 | 1 | freq[16] | freq[16]
min reg2reg | 0 | probe_counter[23] | probe_counter_sys[23]
min | 0 | probe_counter[23] | probe_counter_sys[23]
min in group clk0 | 1 | probe_counter[0] | probe_counter[0]
[layer usage]
metal	share of wire (%)	wire length, µm	vias up	global-route usage (%)
met3	3.7	338	13	3.94
met5	0	0	-	0
met1	51	4610	1646	21.2
li1	-	-	1914	-
met4	2.1	188	0	2.90
met2	43	3880	48	19.8
[cell type report]
cell class | count | area [µm²]
Clock inverter | 13 | 120
Inverter | 36 | 135
Clock buffer | 23 | 522
Multi-Input combinational cell | 330 | 2240
Fill cell | 1209 | 7120
Tap cell | 180 | 225
Sequential cell | 145 | 3380
Timing Repair Buffer | 25 | 248
[synthesized netlist by cell type, types with 3 or more instances]
master	instances	area [µm²]
o21ai_1	8	40.0
inv_1	35	131
a21oi_1	22	110
ha_1	26	325
a21o_1	10	75.1
o2111ai_1	3	26.3
nand2b_1	7	43.8
nor2_1	40	150
nand2_1	42	158
nor2b_1	3	18.8
nor3_1	16	80.1
o21ai_0	6	30.0
a31oi_1	5	31.3
xnor2_1	42	368
nor4_1	4	25.0
o21a_1	3	22.5
and4_1	4	35.0
or3_1	5	31.3
dfxtp_1	97	1940
edfxtp_1	48	1440
and3_1	9	56.3
clkbuf_1	9	33.8
nand3_1	15	75.1
o21bai_1	5	37.5
nand4_1	8	50.1
a211oi_1	3	22.5
o31ai_1	3	22.5
xor2_1	14	123
[per-stage QoR]
step | util, % | setup WS [ps] | instance area, µm²
2_1_floorplan | - | 1510 | 5790
5_1_grt | 49.1 | 972 | 6870
3_3_place_gp | 44.5 | 1310 | 6230
3_5_place_dp | 44.5 | 1180 | 6230
6_report | 49.1 | 1180 | 6870
4_1_cts | 49.1 | 1160 | 6870
Power is estimated from default activity; no workload was simulated.
